===== /design/flow/design.v =====
module PER(
    input[7:0] AC,
    input HSYNC,
    input VSYNC,
    input SER_DATA,
    input IE,
    input KBCLK,
    input KBDTA,
    input BTN,
    output[7:0] BUS,
    output reg[7:0] EXT_OUT
    );
reg[7:0] input_reg;
assign BUS = IE? input_reg : 8'bZ;
always @(posedge HSYNC)
    EXT_OUT <= AC;
reg sd;
always @(posedge HSYNC) begin
    if(!BTN) begin
        input_reg <= 8'b11011111;
    end else begin 
        sd <= SER_DATA; 
        input_reg <= {input_reg[6:0], sd};
    end
end
endmodule

===== /design/flow/run.sh =====
#!/bin/bash
# OpenROAD 26Q1-2900-gdf79404cd8, Yosys 0.63+post, stock flow scripts
make -C /OpenROAD-flow-scripts/flow DESIGN_CONFIG=/design/flow/config.mk WORK_HOME=/design/flow/orfs finish

===== /design/flow/config.mk =====
export PLATFORM = sky130hd
export DESIGN_NAME = PER
export DESIGN_NICKNAME = PER
export VERILOG_FILES = /design/flow/design.v
export SDC_FILE = /design/flow/constraint.sdc
export NUM_CORES = 4
export LEC_CHECK = 1
export CORE_AREA = 10 10 74 74
export DIE_AREA = 0 0 84 84

===== /design/flow/constraint.sdc =====
current_design PER

set clk_period 1.0
set clk_io_pct 0.2

create_clock -name clk0 -period $clk_period [get_ports {HSYNC}]

set non_clock_inputs [all_inputs -no_clocks]
set_input_delay [expr $clk_period * $clk_io_pct] -clock clk0 $non_clock_inputs
set_output_delay [expr $clk_period * $clk_io_pct] -clock clk0 [all_outputs]

==> Slide: Implementation Results <==
Physical Implementation Snapshot

Status
  – Status: finished clean

Layout
  – Final Instance Area: 801 um2
  – Area Overhead vs Synth: 100%
  – Share of layout cells above drive strength 1: 0.333
  – Fillers: 431

Floorplanning
  – # IOs: 31
  – Fp util: 0.101
  – Die Wd: 84 um
  – Core box area: 0.00397 mm2
  – Die height: 84 um
  – Die ar.: 0.00706 mm2
  – Row Count: 23

Clocking
  – Htree depth: 1
  – Latest clock arrival within the worst-skew pair: 240 ps
  – Maximum buffer depth of the clock tree: 2
  – CTS Buf Count: 3
  – Clock sinks: 17
  – Clock root cell: clkbuf_8
  – CTS tree: built
  – Clock transition at the registers of the reported paths: 60 ps

Route
  – Routed Antenna Nets: 0
  – DRC errors left: 0
  – Final WL: 890 um
  – Via count: 282
  – Drt pass-1 iters: 2
  – Routed vias/inst: 2.64
  – Antenna diode count: 0
  – DR WL/cell: 8.32 um
  – Initial drt markers: 7

Critical path
  – Startpoint Class: flip-flop
  – Arrival time at the worst endpoint: 730 ps
  – RR Startpoint: input_reg[4]
  – Worst-path fanout max: 2
  – Crit path launch: input_reg[2]
  – Crit end category: output pin
  – Worst path slowest cell: dfxtp_2
  – CP Class: reg -> out
  – CP bufs+invs: 1
  – CP peak stage delay: 320 ps
  – CP cell instances: clkdlybuf4s15_1
  – Top delay family on crit path: flip-flops
  – Required time of the critical path: 800 ps

Final timing
  – Worst hold slack: 393 ps
  – RSZ-0062 raised after global routing: no
  – Fin crit period: 929 ps
  – Slew @ Worst Pin: 208 ps
  – Final Max Slew Viols: 0
  – Final hold viol count: 0
  – Relative slew slack: 0.861
  – Final period utilization: 0.929
  – Final setup violation count: 0
  – Clock Skew: 0.426 ps
  – Fmax: 1.08 GHz

Logic synthesis
  – Register bit count reported by yosys: 17
  – Synth cell types: 4
  – Yosys warns: 2
  – Area leader share: 0.800
  – Yosys stat area: 400 um2
  – Post-Syn Instances: 25
  – Top cell type by total area after synthesis: dfxtp_1
  – Mapped Area: 400 um2
  – Synth Seq Share: 0.875
  – # Cells Yosys: 25
  – Mapped Avg Cell Area: 16.0 um2
  – Area contributors post-synth: dfxtp_1 80%, nand2b_1 11%, edfxtp_1 7.5%

Global routing
  – Vias in the first global route: 319
  – Gr usage total: 0.0264
  – Largest net degree at the start of global routing: 10
  – Grt total ovfl: 0
  – First-pass GRT wire length: 1480 um
  – Initial antenna violation count: 0

Pwr
  – Seq pwr share: 0.566
  – Leakage power: 0.000298 uW
  – Gate power share: 0.072
  – Total power: 1300 uW
  – Pwr/cell area: 1620 mW/mm2
  – Net Sw Frac: 0.165
  – VDD IR-drop max: 0.861 mV
  – Clock power share: 0.362
  – Pint: 1080 uW
  – Sw power: 214 uW

Hold path
  – HP Class: in -> reg
  – Hold path startpoint: AC[1]

Placement
  – GPL Wtd Cong: 0.754
  – Placed cell area: 731 um2
  – IO buf count: 26
  – Post-DP HPWL: 758 um

Flow run
  – Tool warnings: 29
  – MaxCap Viol Count: 0
==> worst reg2reg max path, delay by kind of cell, from the launching register on <==
| family | cells | cell delay [ps] |
|---|---|---|
| buffers and inverters | 1 | 120 |
| and+or+nand+nor | 1 | 140 |
| DFF | 1 | 320 |
==> stage by stage <==
stage / worst slack (ps) / utilization / instances / setup TNS, ps
floorplan: 432 / - / 25 / 0
finish: 70.8 / 0.202 / 107 / 0
global placement: -117 / 0.184 / 102 / -568
global route: 20.4 / 0.202 / 107 / 0
CTS: 1.56 / 0.195 / 107 / 0
detailed placement: -118 / 0.184 / 102 / -542
==> routing by layer <==
| layer | track usage | up-vias | wire length [um] |
|---|---|---|---|
| met5 | 0 | - | 0 |
| met2 | 0.0223 | 31 | 209 |
| met4 | 0 | 0 | 0 |
| met1 | 0.0315 | 111 | 382 |
| met3 | 0.0443 | 0 | 298 |
| li1 | - | 140 | - |
==> synthesized netlist by cell type <==
master / number
dfxtp_1: 16
nand2b_1: 7
and2_1: 1
edfxtp_1: 1
==> final timing paths <==
check / to / slack (ps) / cells past startpoint
max reg2reg: input_reg[5] / 330 / 2
min reg2reg: input_reg[0] / 420 / 1
min: EXT_OUT[1] / 390 / 1
max: BUS[2] / 70 / 1
==> cells in the final DEF, fill, tap and decap left out, drive strengths merged <==
cell type	Yosys	final
clkdlybuf4s15	0	16
nand2b	7	7
clkdlybuf4s50	0	10
clkbuf	0	4
edfxtp	1	1
dfxtp	16	16
buf	0	2
and2	1	1
==> final cells by class <==
type                            count  area [um2]  area share
Clock buffer                        4        45.0      0.0562
Timing Repair Buffer               28         275       0.344
Tap cell                           50        62.6      0.0781
Sequential cell                    17         368       0.459
Multi-Input combinational cell      8        50.0      0.0625
==> power groups by stage <==
stage / combinational [uW] / clock (uW) / sequential, uW
after CTS: 89.0 / 491 / 731
after global routing: 103 / 532 / 738
final: 92.9 / 469 / 733
==> logic make-up (layout without fill, tap and decap cells) <==
group         after synthesis  after routing  share of synthesized area
flops                      17             17                      0.875
simple gates                8              8                      0.125
buf+inv                     0             32                          0
==> repair_timing <==
item,in CTS,in global routing
buffers inserted,1,0
hold buffers,0,0
setup endpoints to repair,16,16
gates resized,25,21
Power figures rest on the tool's default switching activity, not on a simulated workload.
