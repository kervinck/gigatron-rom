### flow/run.sh
#!/bin/bash
# OpenROAD 26Q1-2900-gdf79404cd8, Yosys 0.63+post, stock flow scripts
make -C /OpenROAD-flow-scripts/flow DESIGN_CONFIG=/design/flow/config.mk WORK_HOME=/design/flow/orfs finish
### flow/config.mk
export PLATFORM = sky130hd
export DESIGN_NAME = CORE
export DESIGN_NICKNAME = CORE
export VERILOG_FILES = /design/flow/design.v
export SDC_FILE = /design/flow/constraint.sdc
export NUM_CORES = 4
export LEC_CHECK = 1
export CORE_UTILIZATION = 40
### flow/constraint.sdc
current_design CORE

set clk_period 7.2
set clk_io_pct 0.2

create_clock -name clk0 -period $clk_period

set non_clock_inputs [all_inputs -no_clocks]
set_input_delay [expr $clk_period * $clk_io_pct] -clock clk0 $non_clock_inputs
set_output_delay [expr $clk_period * $clk_io_pct] -clock clk0 [all_outputs]
### flow/design.v
module ALU_(
    input[2:0] AR,
    input[7:0] AC,
    input[7:0] BUS,
    output [7:0] ALU,
    output CO  
);
assign ALU = 
    (AR == 0)? BUS: 
    (AR == 1)? AC & BUS:
    (AR == 2)? AC | BUS:
    (AR == 3)? AC ^ BUS:
    (AR == 4)? AC + BUS:
    (AR == 5)? AC - BUS:
    (AR == 6)? AC: -AC;
assign CO = (ALU == 8'b0)? 1 : 0;
endmodule
module CORE
(
    input CLK,
    output DE,
    output PL,
    output PH,
    output OE,
    output IE,
    output WE,
    output EL,
    output EH,
    input[7:0] IR,
    input[7:0] D,
    inout[7:0] BUS,  
    output[7:0] X,  
    output[7:0] Y,  
    output[7:0] OUT,
    output[7:0] AC
);
wire LD;  
wire YL;  
wire XL;  
wire OL;  
wire IX;  
wire AE;  
wire[7:0] ALU;  
wire[2:0] AR;  
wire CO;  
CU control(  
    .CLK(CLK),
    .IR(IR),
    .AC7(AC[7]),
    .CO(CO),
    .LD(LD),
    .OL(OL),
    .XL(XL),
    .YL(YL),
    .IX(IX),
    .DE(DE),
    .AE(AE),
    .PL(PL),
    .PH(PH),
    .WE(WE),
    .OE(OE),
    .EL(EL),
    .EH(EH),
    .IE(IE),
    .AR(AR)
);
ALU_ alu(  
    .AR(AR),
    .AC(AC),
    .BUS(BUS),
    .ALU(ALU),
    .CO(CO)
);
REGISTERS registers(  
    .ALU(ALU),
    .CLK2(!CLK),
    .LD(LD),
    .AE(AE),
    .XL(XL),
    .YL(YL),
    .IX(IX),
    .OL(OL),
    .X(X),
    .Y(Y),
    .BUS(BUS),
    .AC(AC),
    .OUT(OUT)
);
endmodule
module CU(
    input[7:0] IR,
    input CLK,
    input AC7,  
    input CO,   
    output LD,  
    output OL,  
    output XL,  
    output YL,  
    output IX,  
    output DE,  
    output AE,  
    output PL,  
    output PH,  
    output WE,  
    output OE,  
    output EL,  
    output EH,  
    output IE,  
    output [2:0] AR  
);
assign AR = IR[7:5];
wire store = IR[7] & IR[6] & !IR[5];
wire jump = IR[7] & IR[6] & IR[5];
wire[7:0] mode = !jump? 1'b1 << IR[4:2] : 8'b0;
assign LD = (mode[0] | mode[1] | mode[2] | mode[3]) & !store;
assign OL = (mode[6] | mode[7]) & !store;
assign EL = (mode[1] | mode[3] | mode[7]);
assign EH = (mode[2] | mode[3] | mode[7]);
assign XL = mode[4]; 
assign YL = mode[5]; 
assign IX = mode[7];
wire[3:0] b_acc = 1'b1 << IR[1:0]; 
assign DE = b_acc[0];  
assign OE = b_acc[1];  
assign AE = b_acc[2];  
assign IE = b_acc[3];  
wire[1:0] sel = {CO, AC7};
assign pl = ((sel == 2'b00) ? IR[2] :
            (sel == 2'b01) ? IR[3] :
            (sel == 2'b10) ? IR[4] :
            1);
assign PH = jump & !IR[4] & !IR[3] & !IR[2];
assign PL = PH | jump & pl;
assign WE = CLK & store;
endmodule 
module REGISTERS
(
    input [7:0] ALU,  
    input CLK2,  
    input LD,  
    input AE,  
    input XL,  
    input YL,  
    input IX,  
    input OL,  
    output reg[7:0] X,   
    output reg[7:0] Y,   
    output[7:0] BUS, 
    output reg[7:0] AC,  
    output reg[7:0] OUT  
);
initial begin
    AC = 0;
    X = 0;
    Y = 0;
end
always @(posedge CLK2) 
    if(LD)
        AC <= ALU;
assign BUS = AE? AC : 8'bZ;  
always @(posedge CLK2) 
    if(OL)
        OUT <= ALU;
always @(posedge CLK2) begin
    if(XL)
        X <= ALU;
    else if(IX)
        X <= X + 1'b1;
end
always @(posedge CLK2) 
    if(YL)
        Y <= ALU;
endmodule 
==> results.py <==
# Auto-generated metrics
metrics = {
    "placed_design": {
        "port_buffers": 49,
        "detailed_place_hpwl_um": 2876,
        "place.gp.congestion": 0.8446,
        "place_ws_ns": 1.500,
    },
    "yosys": {
        "ys_sh_mux_pct": 2.247,
        "syn_avg_cell_area_um2": 10.86,
        "ys.warnings.count": 3,
        "synth_area_um2": 1782,
        "ys_types": 40,
        "compound_area_share_pct": 11.45,
        "flop_cell": "edfxtp_1",
        "netlist_top_cells_area": "edfxtp_1 54%, buf_4 3.4%, a21oi_1 2.8%, nor2_1 2.7%, nand2_1 2.5%",
        "yosysTopAreaCellShare_pct": 53.93,
        "async_flop_share_pct": 0,
        "edf_count": 32,
        "netlist_instances": 164,
        "yosys_area_um2": 1782,
        "ys_seq_share_pct": 53.93,
        "top_cell": "edfxtp_1",
        "ys_sh_simple_pct": 21.00,
        "top_area_cell": "edfxtp_1",
        "ys_sh_adder_pct": 1.404,
        "synthTopCellsByCount": "32 x edfxtp_1, 13 x nor2_1, 12 x nand2_1",
        "ys_ff": 32,
        "yosys.area_share.xor_xnor_pct": 3.441,
        "yosys-stat-cells": 164,
        "logic_family": "simple AND/OR/NAND/NOR gates",
    },
    "floorplanning": {
        "initial_utilization_pct": 43.00,
        "die_y_um": 68.74,
        "dieWidth_um": 68.74,
        "rows": 23,
        "io_pins": 65,
    },
    "clocking": {
        "cts_setup_buffers": 0,
        "ctsHoldBuffers": 0,
        "cts.repair.resized": 0,
    },
    "run_status": {
        "status": "aborted with a tool error",
        "error_line": "[error] [KeplerFormal.cpp:679] Workflow failed: Iso has multiple drivers: .BUS7, BUS[7]$_DFFE_NP_.Q0",
        "stop_stage": "clock tree synthesis",
    },
    "sta": {
        "unclocked_regs": 32,
        "untimed_endpoints": 96,
    },
}
## metrics by stage
stage          util (%)  instance area (um^2)  instances  total power, mW
3_5_place_dp      54.26                  2248        249          0.08918
3_3_place_gp      54.26                  2248        249          0.08647
2_1_floorplan         -                  1782        164          0.06065
## cell families after synthesis
family,count (synthesis)
multiplexers,4
AND/OR/NAND/NOR,67
buffers and inverters,22
XOR/XNOR,7
adder cells (fa/ha/maj),2
AND-OR/OR-AND,30
flip-flops,32
Power is estimated from default activity; no workload was simulated.
